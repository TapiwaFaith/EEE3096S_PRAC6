**design/flow/run.sh**
```bash
#!/bin/bash
# OpenROAD 26Q1-2900-gdf79404cd8, Yosys 0.63+post, stock flow scripts
make -C /OpenROAD-flow-scripts/flow DESIGN_CONFIG=/design/flow/config.mk WORK_HOME=/design/flow/orfs finish
```
**design/flow/config.mk**
```make
export PLATFORM = sky130hd
export DESIGN_NAME = simple_cpu
export DESIGN_NICKNAME = simple_cpu
export VERILOG_FILES = /design/flow/design.v
export SDC_FILE = /design/flow/constraint.sdc
export NUM_CORES = 4
export LEC_CHECK = 1
export CORE_UTILIZATION = 40
```
**design/flow/design.v**
```verilog
`timescale 1ns / 1ps
module alu( clk, operand_a, operand_b, opcode, result);
    parameter DATA_WIDTH = 8;
    input clk;
    input[DATA_WIDTH-1:0]operand_a,operand_b;
    input [3:0] opcode;
    output reg[DATA_WIDTH-1:0] result;
  always@(posedge clk)
    begin
     case(opcode)
        4'b0000:  
           result <= operand_a + operand_b ; 
        4'b0001:  
           result <= operand_a - operand_b;
        default: result <= 8'bx; 
     endcase
    end
endmodule
`timescale 1ns / 1ps
module CU (clk,rst, instr, result2, operand1, operand2, offset, opcode, sel1, sel3,w_r, regfile_a,regfile_b,regfile_c,regfile_d);
    parameter DATA_WIDTH = 8;  
    parameter ADDR_BITS = 5;  
    parameter INSTR_WIDTH =20; 
    input clk,rst;
    input [INSTR_WIDTH-1:0]instr;
    input [DATA_WIDTH-1:0] result2;
    output reg [DATA_WIDTH-1:0] operand1;
    output reg [DATA_WIDTH-1:0] operand2;
    output reg [DATA_WIDTH-1:0] offset;
    output reg [3:0] opcode;
    output reg sel1, sel3, w_r;
  output reg [DATA_WIDTH-1:0] regfile_a,regfile_b,regfile_c,regfile_d;
    reg [DATA_WIDTH-1:0] regfile[0:3];
    reg [INSTR_WIDTH-1:0]instruction;
    parameter RESET = 4'b0000;
    parameter DECODE = 4'b0001;
    parameter EXECUTE = 4'b0010;
    parameter MEM_ACCESS = 4'b0100;
    parameter WRITE_BACK = 4'b1000;
    reg [3:0] state = RESET;
    always @(posedge clk) begin
        instruction = instr;
        case (state)
            RESET : begin  
                if (instruction[19:18] == 2'b00)  begin
                    state = RESET; 
                    end else begin
                    state = DECODE;  
                    end
                regfile[0]<= 8'd0;
                regfile[1]<= 8'd1;
                regfile[2]<= 8'd2;
                regfile[3]<= 8'd3;
                operand1 <= #(DATA_WIDTH)'d0;
                operand2 <= #(DATA_WIDTH)'d0;
                offset <= #(DATA_WIDTH)'d0;
                opcode <= 4'b1111;
                sel1 <= 0;
                sel3 <= 0;
                w_r <= 0;
            end
            DECODE : begin  
                state = EXECUTE;  
                if (instruction[19:18] == 2'b1) begin  
                    operand1 <= regfile[instruction[15:14]];  
                    operand2 <= regfile[instruction[13:12]];  
                    offset <= instruction[11:4];
                    opcode <= instruction[3:0];
                   	sel1 <= 1;
                    sel3 <= 0;
                    w_r <= 0;
                end else if (instruction[19:18] == 2'b10) begin  
                    operand1 <= regfile[instruction[15:14]];  
                    operand2 <= regfile[instruction[17:16]];  
                    offset <= instruction[11:4];
                    opcode <= instruction[3:0];
                    sel1 <= 0;  
                    sel3 <= 1;  
                    w_r <= 0;
                end else if (instruction[19:18] == 2'b11) begin  
                  	operand2 <= regfile[instruction[15:14]];  
                    operand1 <= regfile[instruction[17:16]];  
                    offset <= instruction[11:4];
                    opcode <= instruction[3:0];
                    sel1 <= 0;  
                    sel3 <= 1;  
                    w_r <= 1;
                end
            end
            EXECUTE: begin  
                state = MEM_ACCESS;  
                if (instruction[19:18] == 2'b01) begin  
                    state = WRITE_BACK;
                    operand1 <= regfile[instruction[15:14]];  
                    operand2 <= regfile[instruction[13:12]];  
                    offset <= instruction[11:4];
                    opcode <= instruction[3:0];
                    sel1 <= 1;
                    sel3 <= 0;
                    w_r <= 0;
                end else if (instruction[19:18] == 2'b10) begin  
                    operand1 <= regfile[instruction[15:14]];  
                    operand2 <= regfile[instruction[17:16]];  
                    offset <= instruction[11:4];
                    opcode <= instruction[3:0];
                    sel1 <= 0;  
                    sel3 <= 1;  
                    w_r <= 0;
                end else if (instruction[19:18] == 2'b11) begin  
                  	operand2 <= regfile[instruction[15:14]];  
                    operand1 <= regfile[instruction[17:16]];  
                    offset <= instruction[11:4];
                    opcode <= instruction[3:0];
                    sel1 <= 0;  
                    sel3 <= 1;  
                    w_r <= 1;
                end   
                 regfile_a = regfile[0];
                  regfile_b = regfile[1];
                  regfile_c = regfile[2];
                  regfile_d = regfile[3];
            end
            MEM_ACCESS: begin  
                state = WRITE_BACK;  
                if (instruction[19:18] == 2'b10) begin  
                    operand1 <= regfile[instruction[15:14]];  
                    operand2 <= regfile[instruction[17:16]];  
                    offset <= instruction[11:4];
                    opcode <= instruction[3:0];
                    sel1 <= 0;  
                    sel3 <= 1;  
                    w_r <= 0;
                end else if (instruction[19:18] == 2'b11) begin  
                    state = DECODE;
                  	operand2 <= regfile[instruction[15:14]];  
                    operand1 <= regfile[instruction[17:16]];  
                    offset <= instruction[11:4];
                    opcode <= instruction[3:0];
                    sel1 <= 0;  
                    sel3 <= 1;  
                    w_r <= 1;
                end
            end
            WRITE_BACK: begin  
                state = DECODE;  
                if (instruction[19:18] == 2'b01) begin  
                    regfile[instruction[17:16]] <= result2;  
                    operand1 <= regfile[instruction[15:14]];  
                    operand2 <= regfile[instruction[13:12]];  
                    offset <= instruction[11:4];
                    opcode <= instruction[3:0];
                    sel1 <= 1;
                    sel3 <= 0;
                    w_r <= 0;
                end else if (instruction[19:18] == 2'b11) begin  
                  operand2 <= regfile[instruction[15:14]];  
                    operand1 <= regfile[instruction[17:16]];  
                    offset <= instruction[11:4];
                    opcode <= instruction[3:0];
                    sel1 <= 0;  
                    sel3 <= 1;  
                    w_r <= 1; 
                end else if (instruction[19:18] == 2'b10) begin  
                  regfile[instruction[17:16]] <= result2;  
                    operand1 <= regfile[instruction[15:14]];  
                    operand2 <= regfile[instruction[17:16]];  
                    offset <= instruction[11:4];
                    opcode <= instruction[3:0];
                    sel1 <= 0;  
                    sel3 <= 1;  
                    w_r <= 0;
                end
            end
            default:  
            state = RESET;  
        endcase
    end
endmodule
`timescale 1ns / 1ps
module reg_mem (addr, data_in, wen, clk, data_out);
    parameter DATA_WIDTH = 8;  
    parameter ADDR_BITS = 5;  
    input [ADDR_BITS-1:0] addr;
    input [DATA_WIDTH-1:0] data_in;
    input wen;
    input clk;
    output [DATA_WIDTH-1:0] data_out;
    reg [DATA_WIDTH-1:0] data_out;
    reg [DATA_WIDTH-1:0] mem_array [(2**ADDR_BITS)-1:0];
    always @(posedge clk) begin
        if (wen) begin  
            mem_array [addr] <= data_in;
            data_out <= #(DATA_WIDTH)'b0;
        end
        else begin  
            data_out <= mem_array[addr];
        end
    end
endmodule
module simple_cpu( clk, rst, instruction, regfile_a,regfile_b,regfile_c,regfile_d);
    parameter DATA_WIDTH = 8;  
    parameter ADDR_BITS = 5;  
    parameter INSTR_WIDTH =20;  
    input [INSTR_WIDTH-1:0] instruction;
    input clk, rst;
    wire [ADDR_BITS-1:0] addr_i;
    wire [DATA_WIDTH-1:0] data_in_i, data_out_i, result2_i ;
    wire wen_i; 
    wire [DATA_WIDTH-1:0]operand_a_i, operand_b_i, result1_i;
    wire [3:0]opcode_i;
    wire [DATA_WIDTH-1:0]offset_i;
    wire sel1_i, sel3_i;
    wire [DATA_WIDTH-1:0] operand_1_i, operand_2_i;
    output [DATA_WIDTH-1:0] regfile_a,regfile_b,regfile_c,regfile_d;
    alu #(DATA_WIDTH) alu1 (clk, operand_a_i, operand_b_i, opcode_i, result1_i);
    reg_mem  #(DATA_WIDTH,ADDR_BITS) data_memory(result1_i, data_in_i, wen_i, clk, data_out_i);
    CU  #(DATA_WIDTH,ADDR_BITS, INSTR_WIDTH) CU1(clk, rst, instruction, result2_i,
        operand_1_i, operand_2_i, offset_i, opcode_i, sel1_i, sel3_i, wen_i, regfile_a,regfile_b,regfile_c,regfile_d);
    assign operand_a_i = operand_1_i;
    assign operand_b_i = (sel3_i == 0) ? operand_2_i: (sel3_i == 1) ? offset_i : 8'bx;
    assign data_in_i = operand_2_i;
    assign result2_i = (sel1_i == 0) ? data_out_i : (sel1_i == 1) ? result1_i : 8'bx;  
endmodule
```
**design/flow/constraint.sdc**
```tcl
current_design simple_cpu

set clk_period 6.0
set clk_io_pct 0.2

create_clock -name clk0 -period $clk_period [get_ports {clk}]

set non_clock_inputs [all_inputs -no_clocks]
set_input_delay [expr $clk_period * $clk_io_pct] -clock clk0 $non_clock_inputs
set_output_delay [expr $clk_period * $clk_io_pct] -clock clk0 [all_outputs]
```
==> results.ini <==
[status]
status=finished, final reports clean

[yosys]
netlist.area_leader.share_pct=67.6
top_area_cell=edfxtp_1
syn-cell-area_um2=15600
yosys_cells=917
ys_area_um2=15600
avgSynthCellArea_um2=17.0
logic_family=multiplexers
top_cell=edfxtp_1
ys_seq_elements=371
yosys.area_share.simple_pct=5.36
synth-edff-count=351
area_leaders=edfxtp_1 68%, mux4_2 10%, mux2i_1 2.7%, dfxtp_1 2.6%, nor2_1 2.1%
syn_inst=917
synthMuxAreaShare_pct=14.0
ys_types=57
ys_seq_share_pct=70.1
synth_adder_area_share_pct=1.25
synthArstFlopShare_pct=0
ys_sh_xor_pct=0.842
common_cells=351 x edfxtp_1, 86 x nor2_1, 72 x mux4_2, 42 x mux2i_1, 31 x nand2_1
synthAoiAreaFrac_pct=6.88
yosysWarnings=4
flop_cell=edfxtp_1

[grt]
met3_usage_pct=9.68
grt_start_max_net_pins=37
use_met2_pct=28.2
met1_usage_pct=27.7
antenna_found_initial=0
grt_overflow_total=0
busiest_layer=met2
grt_pass1_vias=8667
grt_util_all_layers_pct=19.1
grt_pass1_wl_um=51400

[worst_setup_path]
cp.required_ps=6300
criticalPathCategory=in2reg
reg2reg_depth=10
worstSetupEndpointType=register
ff2ff_setup_slack_ps=2910
r2r_end=alu1.result[5]
arrival_ps=4240
crit_path_max_fanout=15
reg2reg_from=CU1.sel3
start_kind=input port

[placed_design]
io_buffers=52
gp_congestion=0.850
hpwl_um=21400

[timing]
period_used_pct=65.8
slew_viol_final=0
fmax_mhz=253
fin_crit_ps=3950
slew_headroom_pct=40.6
final-hold-violation-count=0
fin_hold_ws_ps=472
tightest_slew_ps=888
fin_tns_setup_ps=0
grt_setup_unrepaired=no
setup_viol=0
finClkSkew_ps=21.0

[routing]
drc=0
wire_per_inst_um=22.2
drtIter0Drc=600
vias=8455
routed_wirelength_um=33800
antenna_cells=0
postRouteAntennaNets=0
firstDrtPassIters=6
drt-vias-per-instance=5.55

[floorplan]
chipArea_um2=39800
core_area_um2=38000
die_h_um=199
fp_util_pct=41.0
die_w_um=199
boundaryPins=54
num_rows=71

[power_and_ir_drop]
leakage_nw=5.95
irDropWorstVdd_mv=0.294
p_per_area_nw_per_um2=513

[final_layout]
drive_above_1_share_pct=17.0
num-fill-cells=3246
ff_latch_area_um2=10900
syn2layout_area_growth_pct=15.6
combGateArea_um2=4420

[clock_network]
clockBufferDepth=3
cts_tree=yes
cts.repair.resized=0
cts_sinks=371
numCtsBuffers=41
clockRootBuffer=clkbuf_16
postCtsSetupBuffers=0
ctsHoldBuffers=0
cts_max_level=2
worst_skew_pair.late_latency_ps=540
cts.clk_slew.worst_paths_ps=60

[flow_run]
tool_warnings=31
cap_violations=0

[worst_hold_path]
whs_endpoint=regfile_a[6]
holdCritStartpoint=CU1.regfile[0][6]
worstHoldPathCells=0
hold_path.class=reg2reg

==> critical path, cell delays in order <==
cell             delay, ps
clkdlybuf4s50_1        530
inv_1                  130
ha_1                   430
nor2b_1                300
o211ai_2               230
mux2i_4                640
mux2i_1                260
mux2i_1                160
a221o_1                360
==> how the worst max path moves through the flow <==
stage	start	endpoint	cells after the start
4_1_cts	instruction[19]	CU1.operand1[6]	9
6_report	instruction[19]	CU1.operand1[6]	9
5_1_grt	instruction[19]	CU1.operand1[6]	9
==> flip-flops by register name, summed over array words and instances (netlist names) <==
name	flops
data_memory.mem_array	256
CU1.regfile	32
CU1.offset	8
CU1.operand1	8
CU1.operand2	8
alu1.result	8
data_memory.data_out	8
regfile_a	8
regfile_b	8
regfile_c	8
regfile_d	8
CU1.opcode	4
CU1.state	4
CU1.sel1	1
CU1.sel3	1
CU1.w_r	1
==> report_power, final <==
group	internal, mW	leakage, nW	switching, mW
combinational	1.22	1.86	1.64
sequential	3.54	3.45	0.376
clock	1.48	0.640	1.00
==> per-layer routing <==
metal	part of all wire (%)	up-vias
li1	-	3827
met1	39	4173
met2	47	395
met3	11	60
met4	2.4	0
met5	0	-
==> logic make-up (layout without fill, tap and decap cells) <==
| logic type | Yosys count | count (layout) |
|---|---|---|
| AND-OR/OR-AND | 155 | 155 |
| adder cells (fa/ha/maj) | 15 | 15 |
| AND/OR/NAND/NOR | 178 | 178 |
| multiplexers | 124 | 124 |
| flip-flops | 371 | 371 |
| buffers and inverters | 59 | 155 |
| XOR/XNOR | 15 | 15 |
==> area by class of cell <==
type | count | area share [%]
well taps | 511 | 3.54
clock inverters | 25 | 1.52
multi-input cells | 487 | 24.5
inverters | 10 | 0.208
flip-flops and latches | 371 | 60.7
repair buffers | 72 | 3.72
clock buffers | 48 | 5.83
==> metrics by stage <==
step / power (mW) / std cells / worst slack (ps) / area [um2] / utilization, %
after floorplan: 5.84 / 917 / 2320 / 15600 / -
after global placement: 6.84 / 1451 / 1590 / 16700 / 43.9
after detailed placement: 6.86 / 1451 / 1500 / 16700 / 43.9
after CTS: 9.35 / 1524 / 2060 / 18000 / 47.4
after global routing: 9.76 / 1524 / 1790 / 18000 / 47.4
final: 9.26 / 1524 / 2050 / 18000 / 47.4
==> cells in the final DEF (no fill, tap or decap), types with 3 or more instances in the layout <==
cell             instances
a2bb2oi_1                7
nand3_1                  5
mux2_2                   8
nor3_1                  13
a21o_1                   8
nand3b_1                 5
buf_4                   20
ha_1                    14
bufinv_16                5
a31oi_1                  6
nor2_1                  86
clkdlybuf4s50_1         52
clkinvlp_4               3
nor2b_1                  9
clkbuf_16               41
xnor2_1                 10
o22ai_1                  8
nand2_1                 31
or2_2                    3
a221oi_1                 4
and2_1                   3
clkbuf_1                 7
a221o_1                  5
clkinv_2                 5
xor2_1                   5
nand2b_1                 5
mux4_2                  72
a22oi_1                 25
a22o_1                  12
o21ai_0                 29
edfxtp_1               351
a21oi_1                 23
clkinv_1                 8
a41oi_1                  5
nor3b_1                  5
o2bb2ai_1                7
o21ai_1                  5
mux2i_1                 42
inv_1                   10
dfxtp_1                 18
Power figures rest on the tool's default switching activity, not on a simulated workload.
